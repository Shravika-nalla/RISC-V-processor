==> flow/design.v <==
module registerFile(
  input clk,
  input reset,
  input [4:0] rs1,
  input [4:0] rs2,
  input [4:0] rd,
  input [63:0] writedata,
  input reg_write,
  output reg [63:0] readdata1,
  output reg[63:0] readdata2,
  output [63:0] r8,
  output [63:0] r19,
  output [63:0] r20,
  output [63:0] r21,
  output [63:0] r22
);
  integer i;
  reg [63:0] registers [31:0];
  initial
    begin
      registers[0] = 64'd0;
      registers[1] = 64'd0;
      registers[2] = 64'd0;
      registers[3] = 64'd0;
      registers[4] = 64'd0;
      registers[5] = 64'd0;
      registers[6] = 64'd0;
      registers[7] = 64'd0;
      registers[8] = 64'd0;
      registers[9] = 64'd0;
      registers[10] = 64'd0;
      registers[11] = 64'd8;
      registers[12] = 64'd0;
      registers[13] = 64'd0;
      registers[14] = 64'd0;
      registers[15] = 64'd0;
      registers[16] = 64'd0;
      registers[17] = 64'd0;
      registers[18] = 64'd0;
      registers[19] = 64'd0;
      registers[20] = 64'd0;
      registers[21] = 64'd0;
      registers[22] = 64'd0;
      registers[23] = 64'd0;
      registers[24] = 64'd0;
      registers[25] = 64'd0;
      registers[26] = 64'd0;
      registers[27] = 64'd0;
      registers[28] = 64'd0;
      registers[29] = 64'd0;
      registers[30] = 64'd0;
      registers[31] = 64'd0;
    end
  assign r8 = registers[8];
  assign r19 = registers[19];
  assign r20 = registers[20];
  assign r21 = registers[26];
  assign r22 = registers[27];
  always @ (*)
    begin
      if (reset == 1'b1)
        begin
          readdata1 = 64'd0;
          readdata2 = 64'd0;
        end
      else
        begin
          readdata1 = registers[rs1];
          readdata2 = registers[rs2];
        end
    end
  always@(negedge clk)
    begin
      if (reg_write == 1)
        registers[rd] = writedata;
    end
endmodule
==> flow/run.sh <==
#!/bin/bash
# OpenROAD 26Q1-2900-gdf79404cd8, Yosys 0.63+post, stock flow scripts
make -C /OpenROAD-flow-scripts/flow DESIGN_CONFIG=/design/flow/config.mk WORK_HOME=/design/flow/orfs finish
==> flow/config.mk <==
export PLATFORM = sky130hd
export DESIGN_NAME = registerFile
export DESIGN_NICKNAME = registerFile
export VERILOG_FILES = /design/flow/design.v
export SDC_FILE = /design/flow/constraint.sdc
export NUM_CORES = 4
export LEC_CHECK = 1
export CORE_UTILIZATION = 40
==> flow/constraint.sdc <==
current_design registerFile

set clk_period 9.9
set clk_io_pct 0.2

create_clock -name clk0 -period $clk_period [get_ports {clk}]

set non_clock_inputs [all_inputs -no_clocks]
set_input_delay [expr $clk_period * $clk_io_pct] -clock clk0 $non_clock_inputs
set_output_delay [expr $clk_period * $clk_io_pct] -clock clk0 [all_outputs]
==> deck_impl_summary.md <==
Synthesis and Place & Route Summary

Hold path
  • Worst Hold Class: input port to output pin

Critical path
  • Maximum fanout along the worst path: 3
  • Max stage delay on crit path: 0.61 ns
  • Crit path capture type: output pin
  • Kind of critical path: register to output pin
  • Crit path max-delay family: simple AND/OR/NAND/NOR gates
  • Buf/Inv on CP: 1
  • Worst EP arrival: 7.97 ns
  • CP cell instances: mux4_2 -> mux2_2 -> o22ai_1 -> nor4_1 -> clkdlybuf4s50_1
  • Crit path DRT: 7.92 ns
  • Setup crit start kind: register
  • Worst path slowest cell: nor4_1

Placement
  • Hpwl dp: 198,000 microns
  • Final Wtd Congestion: 0.884
  • Dpl ws: 0.309 ns
  • PortBufs: 529

Layout
  • Max reg flops: 2,048
  • Share of post-route cells with drive strength above 1: 27.4%
  • Top cell excl fill/tap: inv_1
  • Most frequent cells in the layout: inv_1 (2,097), edfxtp_1 (2,048), mux4_2 (1,007)
  • Layout area overhead: 29.2%

Clocking
  • CTS tree: done
  • Clock Tree Buf Depth: 3
  • Root Driver: clkbuf_16
  • Htree depth: 4
  • Total clock sinks: 2,048
  • Worst-path clk slew: 0.05 ns
  • CTS buffer count: 227
  • CTS hold repair buffers: 0

Status
  • Failing checks: negative setup slack
  • Run status: complete, but fails checks

Yosys
  • Syn Area/Cell: 21.0 sq um
  • Yosys cell count: 4,473
  • Yosys Chip Area: 94,100 sq um
  • Top FF cell, synth: edfxtp_1
  • Synthesis-stage register bit count: 2,048
  • Cell taking the most area after synthesis: edfxtp_1
  • Cell area leaders: edfxtp_1 (65%), mux4_2 (24%), mux2_2 (1.8%)
  • Post-synth ARST share: 0%
  • Mapped Cells: 4,473
  • YS warnings: 1
  • Max-area cell share: 65.4%
  • Seq share, synth: 65.4%
  • Yosys cell types: 58
  • Mapped Area: 94,100 sq um
  • Flip-flops with a built-in enable: 2,048

Floorplan
  • Die Ht: 487 microns
  • Die Span X: 487 microns
  • Fp util: 40.3%
  • Chip Area: 237,000 sq um
  • Top Ports: 530
  • Core Area: 233,000 sq um
  • Row count: 177

Timing
  • Slew Viols, Final: 0
  • RSZ-0062 raised after global routing: true
  • Final count of negative-setup-slack endpoints: 1
  • Final setup TNS: -0.0457 ns
  • Slew margin rel.: 29.8%
  • Hold violation count in the final report: 0
  • PnR worst setup slack: -0.0457 ns
  • Least-Margin Pin Slew: 1.05 ns
  • Hold WS: 4.67 ns

Drt
  • Routed wire length: 334,000 microns
  • Router iterations before antenna repair: 5
  • DRT antenna net count: 0
  • DR vias/cell: 5.72
  • Drt wl/cell: 31.5 microns
  • Remaining DRCs: 0
  • DR vias: 60.5k
  • 1st-iter DRT viols: 3,612

Run
  • Log Warnings: 1,030
  • Max-cap violations: 0

Global routing
  • GR Util met1: 33.9%
  • GRT Max-Usage Layer: met2
  • Routing usage on met3: 27.5%
  • Number of global-route vias before repair: 70.0k
  • GRT overflow: 0
  • M2 GR Usage: 43.0%
  • Initial antenna violation count: 8
  • First-pass GRT wire length: 469,000 microns
  • Largest net degree at the start of global routing: 84
  • Total GRT Usage: 31.4%

Power
  • Static Leakage: 46.8 nW
  • Worst VDD drop: 0.185 mV
  • Post-layout power: 23.9 mW
  • Power Dens Cells: 197 nW/um^2
## final timing paths
path / to / startpoint / slack (ns) / depth (start not counted)
hold / removal: readdata2[14] / rs2[2] / 4.67 / 4
setup / recovery: readdata1[31] / registers[8][31] / -0.05 / 5
## cells by family after synthesis
group                  synth area share (%)
AND/OR/NAND/NOR                        1.85
flip-flops                             65.4
multiplexers                           27.1
AND-OR/OR-AND                          3.37
buffers and inverters                  2.28
## cell type report
| class | instances | area, sq um |
|---|---|---|
| Fill cell | 18100 | 112000 |
| Clock buffer | 231 | 5780 |
| Clock inverter | 2238 | 10100 |
| Multi-Input combinational cell | 2057 | 31400 |
| Timing Repair Buffer | 868 | 8720 |
| Sequential cell | 2048 | 61500 |
| Antenna cell | 7 | 17.5 |
| Tap cell | 3132 | 3920 |
| Inverter | 7 | 33.8 |
## synthesized netlist by cell type (5+ instances only)
cell	number
a22o_1	20
buf_2	118
nor2_1	64
a32oi_1	5
o31ai_1	5
a2111oi_1	5
mux2i_1	118
a31oi_1	7
buf_6	36
a221o_1	18
buf_1	24
buf_4	69
nand2_1	82
nor4b_1	16
a211oi_1	31
nor3_1	33
nor4_1	50
nand2b_1	11
o2111a_1	5
mux2_2	148
buf_8	8
nand3b_1	7
a21oi_1	25
nand3_1	14
o21ai_1	6
a22oi_1	33
o22ai_1	206
a32o_1	14
edfxtp_1	2048
a221oi_1	23
nor2b_1	30
o221ai_1	9
o21ai_0	23
mux4_2	1007
clkbuf_1	105
## timing repair
item | in CTS | in global routing
pin swaps | 5 | 12
endpoints found under the setup margin | 49 | 65
gates resized | 55 | 85
buffers inserted | 26 | 26
## layer usage
metal	share of wire (%)	up-vias
li1	-	25500
met1	30	29800
met2	47	4590
met3	19	674
met4	4.2	24
met5	0.28	-
## where the power goes
group	leakage, nW	total, mW	internal, mW	switching (mW)
Combinational	13.4	1.75	0.781	0.964
Sequential	18.4	9.78	9.73	0.0486
Clock	15.0	12.4	6.66	5.70
Total	46.8	23.9	17.2	6.72
## metrics by stage
stage	std cells	instance area, sq um	utilization [%]
2_1_floorplan	4473	94100	-
3_3_place_gp	8069	105000	44.9
3_5_place_dp	8069	105000	44.9
4_1_cts	10600	121000	51.9
5_1_grt	10600	122000	52.1
6_report	10600	122000	52.1
Power is estimated from default activity; no workload was simulated.
