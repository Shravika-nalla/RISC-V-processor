--- design/flow/config.mk ---
export PLATFORM = sky130hd
export DESIGN_NAME = data_memory
export DESIGN_NICKNAME = data_memory
export VERILOG_FILES = /design/flow/design.v
export SDC_FILE = /design/flow/constraint.sdc
export NUM_CORES = 4
export LEC_CHECK = 1
export CORE_UTILIZATION = 50
--- design/flow/constraint.sdc ---
current_design data_memory

set clk_period 24.0
set clk_io_pct 0.2

create_clock -name clk0 -period $clk_period [get_ports {clk}]

set non_clock_inputs [all_inputs -no_clocks]
set_input_delay [expr $clk_period * $clk_io_pct] -clock clk0 $non_clock_inputs
set_output_delay [expr $clk_period * $clk_io_pct] -clock clk0 [all_outputs]
--- design/flow/design.v ---
module data_memory
  (input [63:0] write_data,
   input [63:0] address,
   input memorywrite, clk,memoryread,
   output reg [63:0] read_data,
  output [63:0] element1,
  output [63:0] element2,
  output [63:0] element3,
  output [63:0] element4,
  output [63:0] element5,
  output [63:0] element6,
  output [63:0] element7,
  output [63:0] element8);
  reg [7:0] mem [63:0];  
  integer i;
  initial
    begin
      for (i=0; i<64; i=i+1)
        begin
          mem[i] = 0;
        end
      mem[0] = 8'd1;
      mem[8] = 8'd2;
      mem[16] = 8'd3;
      mem[24] = 8'd4;
      mem[32] = 8'd5;
      mem[40] = 8'd6;
      mem[48] = 8'd7;
      mem[56] = 8'd8;
    end
  assign element1 = {mem[7],mem[6],mem[5],mem[4],mem[3],mem[2],mem[1],mem[0]};
  assign element2 = {mem[15],mem[14],mem[13],mem[12],mem[11],mem[10],mem[9],mem[8]};
  assign element3 = {mem[23],mem[22],mem[21],mem[20],mem[19],mem[18],mem[17],mem[16]};
  assign element4 = {mem[31],mem[30],mem[29],mem[28],mem[27],mem[26],mem[25],mem[24]};
  assign element5 = {mem[39],mem[38],mem[37],mem[36],mem[35],mem[34],mem[33],mem[32]};
  assign element6 = {mem[47],mem[46],mem[45],mem[44],mem[43],mem[42],mem[41],mem[40]};
  assign element7 = {mem[55],mem[54],mem[53],mem[52],mem[51],mem[50],mem[49],mem[48]};
  assign element8 = {mem[63],mem[62],mem[61],mem[60],mem[59],mem[58],mem[57],mem[56]};
  always @ (*)
    begin
      if (memoryread)
        begin
          read_data[7:0] = mem[address+0];
          read_data[15:8] = mem[address+1];
          read_data[23:16] = mem[address+2];
          read_data[31:24] = mem[address+3];
          read_data[39:32] = mem[address+4];
          read_data[47:40] = mem[address+5];
          read_data[55:48] = mem[address+6];
          read_data[63:56] = mem[address+7];
        end
    end
  always @(posedge clk)
    begin
      if (memorywrite)
        begin
          mem[address] = write_data[7:0];
          mem[address+1] = write_data[15:8];
          mem[address+2] = write_data[23:16];
          mem[address+3] = write_data[31:24];
          mem[address+4] = write_data[39:32];
          mem[address+5] = write_data[47:40];
          mem[address+6] = write_data[55:48];
          mem[address+7] = write_data[63:56];
        end
    end
endmodule
--- design/flow/run.sh ---
#!/bin/bash
# OpenROAD 26Q1-2900-gdf79404cd8, Yosys 0.63+post, stock flow scripts
make -C /OpenROAD-flow-scripts/flow DESIGN_CONFIG=/design/flow/config.mk WORK_HOME=/design/flow/orfs finish
==> results.cfg <==
; yosys + openroad results
[clock_network]
cts_post_setup_buffers_inserted = 0
cts_hold_buffers = 0
htreeDepth = 2
cts_root_buf = clkbuf_16
numCtsBuffers = 60
ctsResizeCount = 0
cts.path.max_buffers = 3

[yosys]
edf_count = 512
top_cell_area_share_pct = 20.5
top_area_cell = edfxtp_1
synthDistinctLibCells = 110
yosys_cells = 8698
syn_area_per_cell_um2 = 8.62
area_leaders = edfxtp_1, mux4_2, mux2i_1
ys_warn_count = 1
synth_cells = 8698
synth_area_um2 = 75000
async_flop_share_pct = 0
synth-main-ff-cell = edfxtp_1
ys_chip_area_um2 = 75000
ys_seq_elements = 576

[outcome]
outcome = aborted with a tool error
firstError = [ERROR GRT-0116] Global routing finished with congestion. Check the congestion regions in the DRC Viewer.
lastStage = global routing (5_1_grt)

[floorplan]
io_pins = 707
fp_util_pct = 50.6
rows = 141
dieHeight_um = 389
die_w_um = 389

[global_route]
grt_pass1_wl_mm = 936
grt_overflow = 940
grt_pass1_vias = 108000
grt_max_degree = 144
grtUsageTotal_pct = 92.2

[timing]
untimed_endpoints = 128
unclocked_regs = 64

[placement]
place_area_um2 = 83900
dpl.hpwl_mm = 455
dp.cells = 10800
io_buffers = 648
gp_congestion = 1.38
==> per-layer routing <==
layer / track usage [%] / GRT overflow
met5: 79.2 / 27
met4: 87.5 / 257
met3: 89.7 / 238
met2: 97.2 / 309
met1: 92.6 / 109
==> cells in the mapped netlist, types with 206 or more instances <==
cell type	n
o21ai_0	574
nand3_1	324
mux4_2	630
a31oi_1	275
nand2_1	909
nor2_1	659
a221oi_1	206
buf_2	206
clkbuf_1	747
mux2i_1	479
o22ai_1	478
edfxtp_1	512
a21oi_1	788
==> per-stage QoR <==
| stage | setup WS [ns] | total power (W) |
|---|---|---|
| floorplan | 15.05 | 0.00205 |
| global placement | 12.94 | 0.00306 |
| detailed placement | 12.97 | 0.00308 |
| CTS | 13.67 | 0.00405 |
==> cell families after synthesis <==
family                   Yosys count  synth area share, %
AND-OR/OR-AND                   3473                 30.9
AND/OR/NAND/NOR                 2321                 14.0
multiplexers                    1175                 26.3
buffers and inverters           1112                 6.34
flip-flops                       512                 20.5
latches                           64                 1.28
XOR/XNOR                          32                0.494
adder cells (fa/ha/maj)            9                0.150
Power figures rest on the tool's default switching activity, not on a simulated workload.
