==> /design/flow/design.v <==
module instruction_memory(
  input [63:0] inst_address,
  output reg [31:0] instruction);
  reg [7:0] inst_mem[87:0];
  initial
    begin
      {inst_mem[3], inst_mem[2], inst_mem[1], inst_mem[0]} = 32'h00000913; 
      {inst_mem[7], inst_mem[6], inst_mem[5], inst_mem[4]} = 32'h00000433; 
      {inst_mem[11], inst_mem[10], inst_mem[9], inst_mem[8]} = 32'h04b40863; 
      {inst_mem[15], inst_mem[14], inst_mem[13], inst_mem[12]} = 32'h00800eb3; 
      {inst_mem[19], inst_mem[18], inst_mem[17], inst_mem[16]} = 32'h000409b3; 
      {inst_mem[23], inst_mem[22], inst_mem[21], inst_mem[20]} = 32'h013989b3; 
      {inst_mem[27], inst_mem[26], inst_mem[25], inst_mem[24]} = 32'h013989b3; 
      {inst_mem[31], inst_mem[30], inst_mem[29], inst_mem[28]} = 32'h013989b3; 
      {inst_mem[35], inst_mem[34], inst_mem[33], inst_mem[32]} = 32'h02be8663; 
      {inst_mem[39], inst_mem[38], inst_mem[37], inst_mem[36]} = 32'h001e8e93; 
      {inst_mem[43], inst_mem[42], inst_mem[41], inst_mem[40]} = 32'h00898993; 
      {inst_mem[47], inst_mem[46], inst_mem[45], inst_mem[44]} = 32'h00093d03; 
      {inst_mem[51], inst_mem[50], inst_mem[49], inst_mem[48]} = 32'h0009bd83; 
      {inst_mem[55], inst_mem[54], inst_mem[53], inst_mem[52]} = 32'h01bd4463; 
      {inst_mem[59], inst_mem[58], inst_mem[57], inst_mem[56]} = 32'hfe0004e3; 
      {inst_mem[63], inst_mem[62], inst_mem[61], inst_mem[60]} = 32'h01a002b3; 
      {inst_mem[67], inst_mem[66], inst_mem[65], inst_mem[64]} = 32'h01b93023; 
      {inst_mem[71], inst_mem[70], inst_mem[69], inst_mem[68]} = 32'h0059b023; 
      {inst_mem[75], inst_mem[74], inst_mem[73], inst_mem[72]} = 32'hfc000ce3; 
      {inst_mem[79], inst_mem[78], inst_mem[77], inst_mem[76]} = 32'h00140413; 
      {inst_mem[83], inst_mem[82], inst_mem[81], inst_mem[80]} = 32'h00890913; 
      {inst_mem[87], inst_mem[86], inst_mem[85], inst_mem[84]} = 32'hfa000ae3; 
    end
  always @ (inst_address)
    begin
      instruction[7:0] = inst_mem[inst_address+0];
      instruction[15:8] = inst_mem[inst_address+1];
      instruction[23:16] = inst_mem[inst_address+2];
      instruction[31:24] = inst_mem[inst_address+3];
    end
endmodule
==> /design/flow/run.sh <==
#!/bin/bash
# OpenROAD 26Q1-2900-gdf79404cd8, Yosys 0.63+post, stock flow scripts
make -C /OpenROAD-flow-scripts/flow DESIGN_CONFIG=/design/flow/config.mk WORK_HOME=/design/flow/orfs finish
==> /design/flow/config.mk <==
export PLATFORM = sky130hd
export DESIGN_NAME = instruction_memory
export DESIGN_NICKNAME = instruction_memory
export VERILOG_FILES = /design/flow/design.v
export SDC_FILE = /design/flow/constraint.sdc
export NUM_CORES = 4
export LEC_CHECK = 1
export CORE_UTILIZATION = 40
==> /design/flow/constraint.sdc <==
current_design instruction_memory

set clk_period 4.2
set clk_io_pct 0.2

create_clock -name clk0 -period $clk_period

set non_clock_inputs [all_inputs -no_clocks]
set_input_delay [expr $clk_period * $clk_io_pct] -clock clk0 $non_clock_inputs
set_output_delay [expr $clk_period * $clk_io_pct] -clock clk0 [all_outputs]
==> impl_metrics.env <==
# source this file to load flow results
export IMPL_status="completed"
export IMPL_aoi_share_pct=45.3
export IMPL_path_depth=7
export IMPL_drtIter0Drc=763
export IMPL_warnings=104
export IMPL_die_w_um=109
export IMPL_clockBufferCount=0
export IMPL_grt_overflow_total=0
export IMPL_drive_above_1_share_pct=30.2
export IMPL_drt_pre_antenna_iters=6
export IMPL_n_antenna_cell=0
export IMPL_max_freq_mhz=243
export IMPL_grt_pass1_wl_mm=33.0
export IMPL_critPathRequiredTime_ns=3.36
export IMPL_gp_congestion=1.03
export IMPL_hold_viol=0
export IMPL_detail_route_drc_violations=0
export IMPL_avgSynthCellArea_um2=6.09
export IMPL_worst_slew_pin_slew_ns=0.759
export IMPL_via_per_inst=6.40
export IMPL_grt_pass1_vias=6132
export IMPL_slew_headroom_pct=49.3
export IMPL_critical_path_buf_inv_count=2
export IMPL_ys_seq_share_pct=0
export IMPL_post_place_cells=1045
export IMPL_fp_row_count=38
export IMPL_finalSetupViolCount=0
export IMPL_drtAntennaViolNets=0
export IMPL_synth_cell_type_count=78
export IMPL_fillers=1002
export IMPL_ys_sh_mux_pct=5.33
export IMPL_routed_wl_mm=20.8
export IMPL_use_met3_pct=4.08
export IMPL_path_cells="clkdlybuf4s50_1 > nand3_1 > nor2_1 > xor2_1 > o311ai_0 > o41ai_2 > clkdlybuf4s50_1"
export IMPL_fp_util_pct=41.7
export IMPL_final_max_slew_violation_count=0
export IMPL_ys_cells=752
export IMPL_ys_area_mm2=0.00458
export IMPL_io_pins=96
export IMPL_endpoint="instruction[20]"
export IMPL_seq_area_um2=0
export IMPL_stdcell_count=1052
export IMPL_endpoint_kind="output port"
export IMPL_die_y_um=109
export IMPL_antenna_found_initial=0
export IMPL_chipArea_mm2=0.0119
export IMPL_setup_ws_ns=0.0823
export IMPL_vias=6735
export IMPL_period_minus_slack_ns=4.12
export IMPL_design_seq_count=0
export IMPL_grt_busiest_layer="met2"
export IMPL_dpl_hpwl_mm=15.3
export IMPL_grt_setup_unrepaired="yes"
export IMPL_cp_arrival_ns=3.28
export IMPL_crit_slowest_cell="xor2_1"
export IMPL_crit_start="inst_address[5]"
export IMPL_leakage_uw=0.00277
export IMPL_critPathLaunchType="primary input"
export IMPL_cellPowerDensity_mw_per_mm2=156
export IMPL_core_mm2=0.0110
export IMPL_wire_per_inst_um=19.8
export IMPL_maxCapViolations=0
export IMPL_holdWs_ns=2.58
export IMPL_simple_gate_share_pct=27.0
export IMPL_cpMostUsedCell="clkdlybuf4s50_1"
export IMPL_use_met2_pct=54.1
export IMPL_irDropWorstVdd_mv=0.106
export IMPL_crit_family="buffers and inverters"
export IMPL_area_delta_synth_final_pct=45.6
export IMPL_synth_logic_top_family="AND-OR/OR-AND gates"
export IMPL_timing_worst_setup_path_type="primary input to output port"
export IMPL_syn_area_mm2=0.00458
export IMPL_dp_slack_ns=-0.450
export IMPL_io_buffers=39
export IMPL_yosysWarnings=1
export IMPL_max_stage_delay_ns=0.63
export IMPL_globalRouteMet1Util_pct=53.3
export IMPL_finalCoreUtilization_pct=60.7
export IMPL_synthXorXnorAreaFrac_pct=7.62
export IMPL_finalSetupTns_ns=0
export IMPL_path_max_fanout=8
export IMPL_grt_use_total_pct=36.1
export IMPL_syn_inst=752
export IMPL_hp_class="primary input to output port"
export IMPL_fin_crit_sh_pct=98.0
export IMPL_grt_max_degree=52
export IMPL_ys_sh_adder_pct=5.19
==> synthesized netlist by cell type, drive strengths merged (7+ instances only) <==
library cell,instances,area (um2)
a211oi,17,128
a21oi,74,382
a221oi,8,70.1
a22oi,9,67.6
a311oi,8,70.1
a31oi,20,125
buf,50,245
clkbuf,38,143
ha,19,238
inv,11,41.3
mux2i,12,120
nand2,100,378
nand2b,9,56.3
nand3,30,155
nor2,69,262
nor2b,7,43.8
nor3,24,131
o211ai,17,128
o21ai,65,325
o221ai,7,61.3
o22ai,10,62.6
o31ai,11,82.6
xnor2,25,272
xor2,8,77.6
==> power breakdown <==
| part | internal (uW) | switching, uW |
|---|---|---|
| clock network | 0 | 0 |
| registers | 0 | 0 |
| logic | 505 | 533 |
==> area by class of cell <==
type / instances / area, um2 / share of cell area, %
Multi-Input combinational cell: 650 / 4350 / 65.3
Timing Repair Buffer: 248 / 2080 / 31.2
Inverter: 14 / 60.1 / 0.901
Tap cell: 140 / 175 / 2.63
==> per-layer routing <==
metal,routed length (um),part of all wire [%],vias to the layer above
li1,-,-,3177
met1,9070,44,3091
met3,1960,9.4,57
met2,9070,44,410
met4,687,3.3,0
met5,0,0,-
==> what timing repair did <==
item                       4_1_cts  5_1_grt
pin swaps                        4        5
resized                         24       49
hold buffers                     0        0
cloned                           2        0
buffers inserted                 4        1
setup endpoints to repair       32       27
==> how the worst min path moves through the flow <==
| stage | slack (ns) | cells past startpoint | to | startpoint |
|---|---|---|---|---|
| 4_1_cts | 2.61 | 5 | instruction[0] | inst_address[4] |
| 5_1_grt | 2.61 | 6 | instruction[27] | inst_address[0] |
| 6_report | 2.58 | 6 | instruction[27] | inst_address[0] |
==> per-stage QoR <==
stage                     instance area [um2]  power (uW)
after floorplan                          4580         521
after global placement                   6340         957
after detailed placement                 6340         962
after CTS                                6450         987
after global routing                     6670        1120
final                                    6670        1040
==> kinds of logic (layout without fill, tap and decap cells) <==
logic type,Yosys count,in the layout
AND-OR/OR-AND,310,310
XOR/XNOR,33,33
adder cells (fa/ha/maj),19,19
buffers and inverters,102,262
multiplexers,18,18
AND/OR/NAND/NOR,270,270
==> layout by cell type, fill, tap and decap left out, types with 17 or more instances in the layout <==
master,count
a21oi_1,71
buf_4,190
nor2_1,68
nor3_1,19
nand3_1,28
o211ai_1,17
clkdlybuf4s50_1,32
a31oi_1,20
nand2_1,99
o21ai_0,60
Power and IR drop assume default switching activity.
